==> /design/flow/run.sh <==
#!/bin/bash
# OpenROAD 26Q1-2900-gdf79404cd8, Yosys 0.63+post, stock flow scripts
make -C /OpenROAD-flow-scripts/flow DESIGN_CONFIG=/design/flow/config.mk WORK_HOME=/design/flow/orfs finish
==> /design/flow/config.mk <==
export PLATFORM = sky130hd
export DESIGN_NAME = ahb_to_apb_bridge
export DESIGN_NICKNAME = ahb_to_apb_bridge
export VERILOG_FILES = /design/flow/design.v
export SDC_FILE = /design/flow/constraint.sdc
export NUM_CORES = 4
export LEC_CHECK = 1
export CORE_UTILIZATION = 30
==> /design/flow/constraint.sdc <==
current_design ahb_to_apb_bridge

set clk_period 8.5
set clk_io_pct 0.2

create_clock -name clk0 -period $clk_period [get_ports {HCLK}]

set non_clock_inputs [all_inputs -no_clocks]
set_input_delay [expr $clk_period * $clk_io_pct] -clock clk0 $non_clock_inputs
set_output_delay [expr $clk_period * $clk_io_pct] -clock clk0 [all_outputs]
==> /design/flow/design.v <==
module ahb_to_apb_bridge (
    input  wire         HCLK,
    input  wire         HRESETn,
    input  wire [31:0]  HADDR,
    input  wire [1:0]   HTRANS,
    input  wire         HWRITE,
    input  wire [2:0]   HSIZE,
    input  wire [31:0]  HWDATA,
    input  wire         HSEL,
    input  wire         HREADYIN,
    output reg          HREADYOUT,
    output reg  [31:0]  HRDATA,
    output reg  [1:0]   HRESP,
    output wire         PCLK,
    output wire         PRESETn,
    output reg  [31:0]  PADDR,
    output reg          PWRITE,
    output reg          PSEL,
    output reg          PENABLE,
    output reg  [31:0]  PWDATA,
    input  wire [31:0]  PRDATA,
    input  wire         PREADY
);
    assign PCLK    = HCLK;
    assign PRESETn = HRESETn;
    localparam IDLE   = 2'b00,
               SETUP  = 2'b01,
               ACCESS = 2'b10;
    reg [1:0] state, next_state;
    reg [31:0] addr_reg;
    reg [31:0] wdata_reg;
    reg        write_reg;
    always @(posedge HCLK or negedge HRESETn) begin
        if (!HRESETn)
            state <= IDLE;
        else
            state <= next_state;
    end
    always @(posedge HCLK or negedge HRESETn) begin
        if (!HRESETn) begin
            addr_reg  <= 32'b0;
            wdata_reg <= 32'b0;
            write_reg <= 1'b0;
        end else if (state == IDLE && HSEL && HTRANS[1] && HREADYIN) begin
            addr_reg  <= HADDR;
            wdata_reg <= HWDATA;
            write_reg <= HWRITE;
        end
    end
    always @(posedge HCLK or negedge HRESETn) begin
        if (!HRESETn) begin
            PSEL      <= 1'b0;
            PENABLE   <= 1'b0;
            PADDR     <= 32'b0;
            PWRITE    <= 1'b0;
            PWDATA    <= 32'b0;
            HREADYOUT <= 1'b1;
            HRDATA    <= 32'b0;
            HRESP     <= 2'b00;
        end else begin
            PSEL      <= 1'b0;
            PENABLE   <= 1'b0;
            HREADYOUT <= 1'b1;
            HRESP     <= 2'b00;
            case (state)
                IDLE: begin
                    if (HSEL && HTRANS[1] && HREADYIN) begin
                        next_state <= SETUP;
                        HREADYOUT <= 1'b0;
                    end else begin
                        next_state <= IDLE;
                    end
                end
                SETUP: begin
                    PADDR   <= addr_reg;
                    PWRITE  <= write_reg;
                    PWDATA  <= wdata_reg;
                    PSEL    <= 1'b1;
                    PENABLE <= 1'b0;
                    next_state <= ACCESS;
                    HREADYOUT <= 1'b0;
                end
                ACCESS: begin
                    PADDR   <= addr_reg;
                    PWRITE  <= write_reg;
                    PWDATA  <= wdata_reg;
                    PSEL    <= 1'b1;
                    PENABLE <= 1'b1;
                    HREADYOUT <= 1'b0;
                    if (PREADY) begin
                        if (!write_reg)
                            HRDATA <= PRDATA;
                        HREADYOUT <= 1'b1;
                        next_state <= IDLE;
                    end else begin
                        next_state <= ACCESS;
                    end
                end
                default: begin
                    next_state <= IDLE;
                end
            endcase
        end
    end
endmodule
==> qor.yml <==
yosys:
  avgSynthCellArea_sq_um: 17.73
  ys_sh_adder: 0.005800
  area_leaders: "dfrtp_1 64%, mux2_2 21%, mux2_4 9.0%"
  yosysSeqAreaShare: 0.6553
  async_reset_ff_frac: 0.9882
  logic_family: "multiplexers"
  synthSimpleGateAreaFrac: 0.004834
  yosysTopAreaCellShare: 0.6419
  synth_area_sq_mm: 0.006471
  edf_count: 2
  yosys-stat-cells: 365
  yosysChipArea_sq_mm: 0.006471
  ys_types: 17
  synth-xor-area-share: 0
  yosysWarnings: 1
  synthCells: 365
  yosys.area.top_type: "dfrtp_1"
  yosysMostFrequentCell: "dfrtp_1"
  ys_sh_mux: 0.3045
  synth_flops: 169
  synthFlopType: "dfrtp_1"
  yosys-top-cells-count: "166 x dfrtp_1, 123 x mux2_2, 39 x mux2_4"
  synth.cellmix.compoundShare: 0.002320
min_path:
  hp-class: "reg2reg"
  min_path_cells: 0
  holdPathEnd: "state[0]"
  holdCritStartpoint: "next_state[0]"
floorplan:
  fp-row-count: 53
  die_w_um: 148.9
  die_h_um: 148.9
  die_area_sq_mm: 0.02216
  ioPinCount: 211
  initCoreUtil: 0.3069
  core_sq_mm: 0.02109
setup_path:
  path_buffers: 3
  cpPeakStageDelay_ps: 410
  crit_path_start_kind: "clock port"
  critPathMaxFanout: 2
  crit_path_frequent_cell: "clkbuf_16"
  crit_slowest_cell: "clkdlybuf4s50_1"
  critical_path_class: "clk2out"
  rr_worst_depth: 4
  crit_chain: "clkbuf_16 -> clkbuf_16 -> clkdlybuf4s50_1"
  reg2reg_to: "PWDATA[1]"
  endpoint_kind: "primary output"
  arrival_ps: 4900
  worstPathRequired_ps: 6800
  r2r-start: "state[1]"
  path_delay_family: "buffers and inverters"
  r2r_setup_slack_ps: 6350
route:
  drc: 0
  wirelength_um: 12880
  first_iter_violations: 81
  vias: 3672
  post_drt_via_cell_ratio: 4.255
  drtPass1Iterations: 4
  antenna_left: 0
  avgRoutedWirePerCell_um: 14.92
  diodes: 0
placement:
  io_buffers: 204
  placed_area_sq_mm: 0.008763
  gp_congestion: 0.7714
  dp.cells: 829
  place_hpwl_um: 8403
layout:
  fillers: 1816
  syn_to_final_growth_pct: 46.42
  drive_gt1_frac: 0.3486
  final_cells: 863
  final_area_sq_mm: 0.009475
global_route:
  grt_pass1_wl_um: 20790
  track_usage: 0.1236
  grt_pass1_vias: 3915
  grt_max_degree: 96
  gr-total-overflow: 0
  antenna_found_initial: 0
power_and_ir_drop:
  p_total_mw: 2.670
  ir_drop_v: 0.0001594
  power_leakage_nw: 4.151
  power-per-cell-area_mw_per_mm2: 281.8
timing:
  tightest_slew_ps: 863.7
  hold_viol_final: 0
  fin_setup_tns_ps: 0
  setup_viol: 0
  fin_worst_skew_ps: 7.690
  finalHoldWorstSlack_ps: 348.6
  rsz0062_at_grt: "no"
  relSlewSlack: 0.4211
  slew_viol_final: 0
run:
  max_cap_viol_count: 0
  warning_count: 32
status:
  outcome: "finished clean"
cts:
  clk_latency_ps: 520
  cts_tree: "done"
  post_cts_buffers: 0
  cts-resized-gates: 0
  hold_buffers: 0
  path_clk_slew_ps: 60
cells in the final DEF (no fill, tap or decap), types with 2 or more instances in the layout:
cell type,count
clkinv_4,2
mux2_4,39
clkbuf_8,3
edfxtp_1,2
clkinvlp_4,2
buf_4,4
clkdlybuf4s50_1,203
inv_1,3
conb_1,2
bufinv_16,4
dfrtp_1,166
clkbuf_16,20
mux2_2,123
ha_1,2
power breakdown:
part           switching [mW]  internal, mW
registers               0.113          1.04
logic                   0.124         0.494
clock network           0.318         0.583
total                   0.555          2.12
how the worst max path moves through the flow:
stage	start	cells after the start	slack (ps)	endpoint
final	HCLK	3	1900	PCLK
after global routing	HCLK	3	1880	PCLK
after CTS	HCLK	3	1880	PCLK
worst reg2reg max path, stage by stage, from the launching register on:
cell	delay, ps
dfrtp_1	410
inv_1	90
ha_4	500
buf_4	610
mux2_2	430
per-stage QoR:
step                  util  setup WS (ps)
global placement    0.4156           2183
finish              0.4493           1898
detailed placement  0.4156           2183
CTS                 0.4493           1881
global route        0.4493           1878
floorplan                -           2452
final cells by class:
class / instances / area (sq um) / area share
multi-input combinational: 173 / 2074 / 0.2189
tap: 275 / 344.1 / 0.03631
sequential: 169 / 4240 / 0.4475
clock buffer: 25 / 555.5 / 0.05863
inverter: 3 / 11.26 / 0.001188
clock inverter: 10 / 166.4 / 0.01756
timing repair buffer: 208 / 2083 / 0.2199
metal layers:
metal | GRT usage | share of wire
met1 | 0.1796 | 0.44
met5 | 0 | 0
met3 | 0.04867 | 0.095
met2 | 0.1864 | 0.45
met4 | 0.01327 | 0.0094
kinds of logic after synthesis:
kind of cell | after synthesis
flip-flops | 169
multiplexers | 162
buffers and inverters | 24
AND/OR/NAND/NOR | 4
adder cells (fa/ha/maj) | 3
AND-OR/OR-AND | 2
other | 1
No activity file was given, so power comes from the tool's default toggle rates.
